**design/flow/run.sh**
```bash
#!/bin/bash
# OpenROAD 26Q1-2900-gdf79404cd8, Yosys 0.63+post, stock flow scripts
make -C /OpenROAD-flow-scripts/flow DESIGN_CONFIG=/design/flow/config.mk WORK_HOME=/design/flow/orfs finish
```
**design/flow/config.mk**
```make
export PLATFORM = sky130hd
export DESIGN_NAME = elevator_fsm
export DESIGN_NICKNAME = elevator_fsm
export VERILOG_FILES = /design/flow/design.v
export SDC_FILE = /design/flow/constraint.sdc
export NUM_CORES = 4
export LEC_CHECK = 1
export CORE_AREA = 10 10 70 70
export DIE_AREA = 0 0 80 80
```
**design/flow/constraint.sdc**
```tcl
current_design elevator_fsm

set clk_period 1.3
set clk_io_pct 0.2

create_clock -name clk0 -period $clk_period [get_ports {clk}]

set non_clock_inputs [all_inputs -no_clocks]
set_input_delay [expr $clk_period * $clk_io_pct] -clock clk0 $non_clock_inputs
set_output_delay [expr $clk_period * $clk_io_pct] -clock clk0 [all_outputs]
```
**design/flow/design.v**
```verilog
module elevator_fsm (
    input clk,
    input reset,
    input button_up,
    input button_down,
    input door_open,
    output reg elevator_motor_up,
    output reg elevator_motor_down,
    output reg door_motor_open,
    output reg door_motor_close
);
    parameter IDLE = 3'b000,
              MOVING_UP = 3'b001,
              MOVING_DOWN = 3'b010,
              OPENING_DOOR = 3'b011,
              CLOSING_DOOR = 3'b100;
    reg [2:0] current_state, next_state;
    always @(posedge clk or posedge reset) begin
        if (reset)
            current_state <= IDLE;
        else
            current_state <= next_state;
    end
    always @(*) begin
        case (current_state)
            IDLE: begin
                if (button_up)
                    next_state = MOVING_UP;
                else if (button_down)
                    next_state = MOVING_DOWN;
                else
                    next_state = IDLE;
            end
            MOVING_UP: begin
                if (door_open)
                    next_state = OPENING_DOOR;
                else
                    next_state = MOVING_UP;
            end
            MOVING_DOWN: begin
                if (door_open)
                    next_state = OPENING_DOOR;
                else
                    next_state = MOVING_DOWN;
            end
            OPENING_DOOR: next_state = CLOSING_DOOR;
            CLOSING_DOOR: next_state = IDLE;
            default: next_state = IDLE;
        endcase
    end
    always @(*) begin
        elevator_motor_up = 0;
        elevator_motor_down = 0;
        door_motor_open = 0;
        door_motor_close = 0;
        case (current_state)
            MOVING_UP: elevator_motor_up = 1;
            MOVING_DOWN: elevator_motor_down = 1;
            OPENING_DOOR: door_motor_open = 1;
            CLOSING_DOOR: door_motor_close = 1;
        endcase
    end
endmodule
```
==> flow_summary_export.csv <==
group,metric,value,unit
run_status,status,"complete, no violations",
power_and_ir_drop,irDropWorstVdd,215.6,uV
worst_setup_path,cp.required,1.04,ns
power_and_ir_drop,power_density,1214,nW/um2
logic_synthesis,synth_area,195.2,um2
cts,clkLatencyLatePin,0.24,ns
floorplan,core_area,3416,um2
final_timing,rsz0062_at_grt,"false",
grt,grt_pass1_vias,190,
final_timing,fin_crit_sh,89.89,%
cts,cts_tree,"yes",
worst_setup_path,crit_arrival,0.91,ns
grt,grt_use_total,2.300,%
final_timing,relSlewSlack,87.16,%
logic_synthesis,avgSynthCellArea,13.01,um2
cells_and_area,drive_gt1_share,31.03,%
worst_setup_path,cp-startpoint,"current_state[3]",
job,max_cap_viol_count,0,
logic_synthesis,postSynthCellCount,15,
worst_setup_path,criticalPathCategory,"reg -> out",
place,port_buffers,8,
worst_setup_path,cp_max_fo,2,
route,vias_per_cell,2.066,
cts,root_buffer,"clkbuf_4",
worst_setup_path,crit_family,"flip-flops",
logic_synthesis,synth_flops,5,
logic_synthesis,ys.warnings.count,1,
route,vias,157,
final_timing,tightest_slew,0.1923,ns
place,place_congestion,0.6688,
worst_setup_path,slowest_delay,0.41,ns
final_timing,fmax,855.7,MHz
worst_setup_path,path_cells,"dlygate4sd2_1",
floorplan,rows,21,
route,dr.first_iter.drc_count,4,
cells_and_area,fill_cells,396,
grt,antenna_found_initial,1,
final_timing,post-route-min-period,1.169,ns
grt,overflow,0,
cts,cts_buffers,3,
cells_and_area,instances_no_fill,76,
worst_setup_path,critPathSlowestCell,"dfrtp_1",
cells_and_area,area_growth_syn_to_layout,90.38,%
cts,clockBufferDepth,2,
final_timing,setup_viol,0,
route,firstDrtPassIters,2,
floorplan,dieArea,6400,um2
cells_and_area,largest_reg_flops,5,
worst_setup_path,reg2reg_slack,0.45,ns
final_timing,hold_viol,0,
final_timing,fin_tns_setup,0,ns
floorplan,fp-utilization,5.714,%
route,wl,622,um
route,drtAntennaViolNets,0,
floorplan,ios,9,
logic_synthesis,synth_cell_types,9,
logic_synthesis,yosys_cells,15,
logic_synthesis,ys_seq_share,64.74,%
worst_setup_path,regToRegStartpoint,"current_state[3]",
grt,grt_pass1_wl,1.021,mm
floorplan,dieHeight,80,um
grt,grt_max_degree,6,
cells_and_area,top_regs,"current_state: 5 flops",
logic_synthesis,ys_chip_area,195.2,um2
worst_hold_path,hp-class,"in -> async",
job,warning_count,25,
worst_setup_path,cp-start-kind,"flop",
cells_and_area,largest-register,"current_state",
floorplan,die_x,80,um
cts,cts.sinks,5,
cells_and_area,layout_top_cells,"inv_1 (4), dfrtp_1 (4), clkdlybuf4s50_1 (4), dlygate4sd2_1 (4), clkbuf_4 (3)",
final_timing,fin_worst_skew,0.003654,ns
route,routedWlPerCell,8.184,um
place,dp_cells,69,
final_timing,drv_slew,0,
cts,cts.clk_slew.worst_paths,0.05,ns
cts,cts_max_level,1,
route,drc,0,
worst_setup_path,cp_num_buf_inv,1,
worst_setup_path,end_kind,"primary output",
power_and_ir_drop,p_leak,0.1716,nW
==> layout make-up <==
type	count	area (um2)	share of cell area [%]
inverters	4	15.01	4.040
well taps	46	57.56	15.49
flip-flops and latches	5	126.4	34.01
multi-input cells	6	53.80	14.48
diodes	1	2.502	0.6734
repair buffers	10	90.09	24.24
clock buffers	4	26.28	7.071
==> power breakdown <==
part	internal, mW	leakage [nW]	total (mW)	switching [mW]
Clock	0.116	0.0150	0.184	0.0674
Combinational	0.0482	0.0917	0.0733	0.0252
Sequential	0.179	0.0649	0.194	0.0149
Total	0.344	0.172	0.451	0.108
==> kinds of logic (layout without fill, tap and decap cells) <==
group                  after synthesis  after routing  share of synthesized area [%]
other                                0              1                              0
AND/OR/NAND/NOR                      2              2                          8.971
flip-flops                           5              5                          64.75
buffers and inverters                4             18                          7.690
AND-OR/OR-AND                        4              4                          18.59
==> metal layers <==
metal	wire length [um]	track usage (%)
met1	305	2.750
met2	118	1.685
met3	190	3.977
met4	8	0.3521
met5	0	0
==> final timing paths <==
check | to | cells after the start
max reg2reg | current_state[4] | 2
max | elevator_motor_up | 1
max in group asynchronous | current_state[0] | 2
min | current_state[3] | 2
min in group clk0 | current_state[1] | 0
min reg2reg | current_state[1] | 0
==> what timing repair did <==
action,in CTS,in global routing
hold buffers,0,0
buffers inserted,2,0
gates resized,4,0
setup endpoints to repair,4,0
==> worst reg2reg max path, cell delays in order (launching register included) <==
cell	delay (ns)
dfrtp_1	0.41
buf_4	0.15
o21a_1	0.17
==> through the flow <==
stage / util [%] / total power, mW / setup WS, ns / hold WS [ns] / area, um2
after global routing: 10.88 / 0.4911 / 0.08415 / 0.2379 / 371.6
after global placement: 9.744 / 0.2677 / 0.1612 / 0.3656 / 332.8
final: 10.88 / 0.4512 / 0.1314 / 0.2322 / 371.6
after detailed placement: 9.744 / 0.2691 / 0.1574 / 0.3645 / 332.8
after floorplan: - / 0.2142 / 0.5444 / 0.03779 / 195.2
after CTS: 10.81 / 0.4557 / 0.1327 / 0.2349 / 369.1
==> cells in the mapped netlist (all sizes together) <==
cell | instances | area share, %
dfrtp | 4 | 51
dfstp | 1 | 13
inv | 4 | 7.7
nand2 | 1 | 1.9
nand2b | 1 | 7.0
o21a | 1 | 3.8
o21ai | 1 | 2.6
o21bai | 1 | 5.8
o22ai | 1 | 6.4
Power and IR drop assume default switching activity.
