## flow/constraint.sdc

```tcl
current_design vending_machine_fsm

set clk_period 1.1
set clk_io_pct 0.2

create_clock -name clk0 -period $clk_period [get_ports {clk}]

set non_clock_inputs [all_inputs -no_clocks]
set_input_delay [expr $clk_period * $clk_io_pct] -clock clk0 $non_clock_inputs
set_output_delay [expr $clk_period * $clk_io_pct] -clock clk0 [all_outputs]
```

## flow/config.mk

```make
export PLATFORM = sky130hd
export DESIGN_NAME = vending_machine_fsm
export DESIGN_NICKNAME = vending_machine_fsm
export VERILOG_FILES = /design/flow/design.v
export SDC_FILE = /design/flow/constraint.sdc
export NUM_CORES = 4
export LEC_CHECK = 1
export CORE_AREA = 10 10 70 70
export DIE_AREA = 0 0 80 80
```

## flow/design.v

```verilog
module vending_machine_fsm (
    input clk,
    input reset,
    input coin_inserted,
    input item_selected,
    output reg dispense_item,
    output reg return_coin,
    output reg display_status
);
    parameter IDLE = 3'b000,
              COIN_INSERTED = 3'b001,
              ITEM_SELECTED = 3'b010,
              DISPENSING_ITEM = 3'b011;
    reg [2:0] current_state, next_state;
    always @(posedge clk or posedge reset) begin
        if (reset)
            current_state <= IDLE;
        else
            current_state <= next_state;
    end
    always @(*) begin
        case (current_state)
            IDLE: begin
                if (coin_inserted)
                    next_state = COIN_INSERTED;
                else
                    next_state = IDLE;
            end
            COIN_INSERTED: begin
                if (item_selected)
                    next_state = ITEM_SELECTED;
                else
                    next_state = COIN_INSERTED;
            end
            ITEM_SELECTED: next_state = DISPENSING_ITEM;
            DISPENSING_ITEM: next_state = IDLE;
            default: next_state = IDLE;
        endcase
    end
    always @(*) begin
        dispense_item = 0;
        return_coin = 0;
        display_status = 0;
        case (current_state)
            COIN_INSERTED: display_status = 1;
            ITEM_SELECTED: dispense_item = 1;
            DISPENSING_ITEM: return_coin = 1;
        endcase
    end
endmodule
```

## flow/run.sh

```bash
#!/bin/bash
# OpenROAD 26Q1-2900-gdf79404cd8, Yosys 0.63+post, stock flow scripts
make -C /OpenROAD-flow-scripts/flow DESIGN_CONFIG=/design/flow/config.mk WORK_HOME=/design/flow/orfs finish
```

==> out/results.ini <==
[final_timing]
tightest_slew_ns=0.140
slew_headroom_pct=90.7
finalCritPeriodShare_pct=96.5
finClkSkew_ns=0.00967
slew_violations=0
hold_viol=0
rsz0062_at_grt=no
setup-tns-final_ns=0
fin_ws_ns=0.0386
fmax_mhz=942
setup_viol=0
period_minus_slack_ns=1.06

[global_routing]
grt_start_max_net_pins=5
grt_pass1_wl_um=634
antenna_found_initial=0
grt_usage_pct=1.46
grt_pass1_vias=131
gr-total-overflow=0

[yosys]
top_area_share_pct=55.6
synth_warnings=1
ys_types=7
ys.flops=4
yosys.area.top_type=dfrtp_1
yosys_area_um2=135
synth.avg_cell_area_um2=12.3
postSynthCellCount=11
syn_area_um2=135
topCellsByArea=dfrtp_1, dfstp_2, inv_1
yosys-stat-cells=11
ys_seq_share_pct=75.0

[floorplan]
fp.dieW_um=80
num_rows=21
ioPinCount=7
dieArea_um2=6400
coreArea_um2=3420
die-height_um=80
fp_util_pct=3.96

[worst_setup_path]
cp.required_ns=0.88
worst_path_max_delay_cell=dfrtp_1
cpPeakStageDelay_ns=0.36
endpoint_kind=output port
critical_path_class=register to output port
cp_max_fo=2
path_cells=dlygate4sd2_1
start_kind=register
crit_family=flip-flops
crit_path_start=current_state[3]
critPathArrivalTime_ns=0.84
critPathBufInv=1
reg2reg_from=current_state[2]

[drt]
antenna_cells=0
detail_route.wirelength_um=413
ant_nets=0
wire_per_inst_um=5.99
drt_first_iter_violations=1
vias_per_cell=1.61
drc_errors=0
firstDrtPassIters=3
vias=111

[outcome]
status=finished clean

[layout]
largest_reg_flops=4
drive_gt1_share_pct=26.1
combGateArea_um2=22.5
top_register=current_state
post_layout_nonfiller_instances=69
num-fill-cells=413
seqCellArea_um2=101
top_regs=current_state (4)
synthToLayoutAreaGrowth_pct=117

[pwr]
combinationalPowerShare_pct=12.8
power.internal_uw=344
sw_frac_of_total_pct=20.1
clkPwrFrac_pct=46.0
power_density_nw_per_um2=1470
power.leakage_nw=0.134
power.switching_uw=86.6
ir_worst_vdd_v=0.000221
power_uw=430
p_seq_share_pct=41.2

[place]
io_buffers=6
pre_cts_ws_ns=0.0412
dp_cells=63
dp_hpwl_um=334
place.gp.congestion=0.624

[job]
cap_violations=0
warnings=25

[cts]
clock_latency_ns=0.24
clkSinkCount=4
clk_pin_slew_worst_paths_ns=0.04
cts_buffers=3
postCtsHoldBufs=0
clk_path_buf_depth=2
ctsHtreeMaxLevel=1
root_buffer=clkbuf_4
tritoncts=yes

[min_path]
min_path_type=input pin to async pin

## layer usage
layer / part of all wire (%) / GRT usage (%)
met5: 0 / 0
met4: 0 / 0.528
met3: 25 / 2.16
met2: 40 / 1.61
met1: 35 / 1.40
## area by class of cell
cell class | count | area share (%)
Clock buffer | 4 | 8.97
Timing Repair Buffer | 8 | 25.2
Tap cell | 46 | 19.7
Inverter | 3 | 3.85
Sequential cell | 4 | 34.6
Multi-Input combinational cell | 4 | 7.69
## power by group through the flow
stage / sequential [mW] / combinational [mW] / clock (mW)
4_1_cts: 0.178 / 0.0548 / 0.212
5_1_grt: 0.180 / 0.0621 / 0.221
6_report: 0.177 / 0.0551 / 0.198
## through the flow
stage / hold WS [ns] / cell area, um2 / utilization (%)
3_3_place_gp: 0.368 / 253 / 7.40
2_1_floorplan: -0.0146 / 135 / -
4_1_cts: 0.158 / 290 / 8.50
6_report: 0.161 / 293 / 8.57
5_1_grt: 0.175 / 293 / 8.57
3_5_place_dp: 0.377 / 253 / 7.40
## kinds of logic after synthesis
family / after synthesis / synth area share [%]
AOI/OAI and AO/OA: 2 / 9.26
and+or+nand+nor: 2 / 7.41
DFF: 4 / 75.0
buffers and inverters: 3 / 8.33
## final timing paths
check,cells after the start,end,slack (ns)
setup / recovery,1,return_coin,0.04
hold / removal,2,current_state[1],0.16
setup reg to reg,2,current_state[1],0.37
hold reg to reg,0,current_state[3],0.38
max in group asynchronous,2,current_state[0],0.71
min in group clk0,0,current_state[3],0.38
## synthesized netlist by cell type
master   number
inv_1         3
and2_1        1
o21ai_1       1
dfstp_2       1
dfrtp_1       3
nand2_1       1
a21o_1        1
## placed cells by master, fill, tap and decap left out
| cell | count |
|---|---|
| dfstp_2 | 1 |
| clkdlybuf4s50_1 | 3 |
| buf_4 | 2 |
| clkdlybuf4s15_1 | 2 |
| clkbuf_1 | 1 |
| inv_1 | 3 |
| dlygate4sd2_1 | 1 |
| clkbuf_4 | 3 |
| o21ai_1 | 1 |
| nand2_1 | 1 |
| and2_1 | 1 |
| dfrtp_1 | 3 |
| a21o_1 | 1 |
## what timing repair did
item                       CTS  global route
gates resized                3             2
gates cloned                 0             0
buffers inserted             2             0
setup endpoints to repair    3             2
No activity file was given, so power comes from the tool's default toggle rates.
